### ./config.mk
export PLATFORM = sky130hd
export DESIGN_NAME = alu
export DESIGN_NICKNAME = alu
export VERILOG_FILES = /design/flow/design.v
export SDC_FILE = /design/flow/constraint.sdc
export NUM_CORES = 4
export LEC_CHECK = 1
export CORE_UTILIZATION = 40
### ./constraint.sdc
current_design alu

set clk_period 15.3
set clk_io_pct 0.2

create_clock -name clk0 -period $clk_period [get_ports {i_clk}]

set non_clock_inputs [all_inputs -no_clocks]
set_input_delay [expr $clk_period * $clk_io_pct] -clock clk0 $non_clock_inputs
set_output_delay [expr $clk_period * $clk_io_pct] -clock clk0 [all_outputs]
### ./design.v
module alu #(
    parameter INST_W = 4,
    parameter INT_W  = 6,
    parameter FRAC_W = 10,
    parameter DATA_W = INT_W + FRAC_W
)(
    input                      i_clk,
    input                      i_rst_n,
    input                      i_in_valid,
    output                     o_busy,
    input         [INST_W-1:0] i_inst,
    input  signed [DATA_W-1:0] i_data_a,
    input  signed [DATA_W-1:0] i_data_b,
    output                     o_out_valid,
    output        [DATA_W-1:0] o_data
);
    localparam ADD = 4'b0000,
	       	   SUB = 4'b0001,
	           MUL = 4'b0010,
	           ACC = 4'b0011,
	           SOFTPLUS = 4'b0100,
	       	   XOR = 4'b0101,
	       	   RS = 4'b0110,
	           LR = 4'b0111,
	           CNTZERO = 4'b1000,
	           RMATCH = 4'b1001,
			   DIV3 = 16'b0101_0101_0101_0101,  
			   DIV9 = 16'b0001_1100_0111_0001,
			   BUSY = 1;
	reg signed [DATA_W-1:0] i_data_a_R;
	reg signed [DATA_W-1:0] i_data_b_R;
	reg signed [DATA_W-1:0] o_data_R;
	reg		   [DATA_W-1:0] o_data_lock;
	reg	       [INST_W-1:0]	op;
	reg		   				o_busy_R;
	reg						valid_R;
	reg					    valid_lock;
	reg	signed [31:0]       mul_o;
	reg						mul_busy;
	reg						mul_valid;
	reg						mem_rst;
	reg						acc_valid;
	reg signed [DATA_W:0] add_ext1;
	reg signed [DATA_W:0] sub_ext1;
	reg signed [DATA_W*2-1:0] tmp;
	reg mul_cnt;
	reg 	   [3:0] idx;
	reg signed [DATA_W+3:0] acc_mem[15:0];
	reg signed [DATA_W+3:0] acc_tmp;
	reg 	   [DATA_W-1:0] tmp_lr;
	reg		   [4:0] zcnt;
	reg					fnd;
	reg 	   [DATA_W-4:0] match4;
	integer i;
	integer k;
	assign o_data = o_data_lock;
	assign o_busy = o_busy_R;
	assign o_out_valid = valid_lock;
	function automatic [DATA_W-1:0] rnd32_sat16;
		input [DATA_W*2-1:0] x;
		reg carry;
		reg [DATA_W*2-FRAC_W+1:0] round;		
		begin
			carry = x[FRAC_W-1];
			round = $signed({x[DATA_W*2-1], x[(DATA_W*2-1)-:22]}) + carry;
			rnd32_sat16 = (round[(DATA_W*2-FRAC_W)-:8] == {8{1'b0}} || round[(DATA_W*2-FRAC_W)-:8] == {8{1'b1}})? round[0+:16]: {round[DATA_W*2-FRAC_W], {15{!round[DATA_W*2-FRAC_W]}}};
		end	
	endfunction
	function automatic [DATA_W-1:0] rnd32_sat16_sh4;
		input [DATA_W*2-1:0] x;
		reg carry;
		reg [DATA_W*2-FRAC_W:0] round;
		reg [DATA_W*2-1:0] shift;		
		begin
			shift = x >> 6;
			carry = shift[FRAC_W-1];
			round = $signed({shift[DATA_W*2-1], shift[(DATA_W*2-1)-:22]}) + carry;
			rnd32_sat16_sh4 = (round[(DATA_W*2-FRAC_W)-:8] == {8{1'b0}} || round[(DATA_W*2-FRAC_W)-:8] == {8{1'b1}})? round[0+:16]: {round[DATA_W*2-FRAC_W], {15{!round[DATA_W*2-FRAC_W]}}};
		end	
	endfunction
	function automatic [DATA_W-1:0] sat_ext1;
		input [DATA_W:0] ext1;
		begin
			sat_ext1 = (ext1[DATA_W:DATA_W-1] == 2'b00 || ext1[DATA_W:DATA_W-1] == 2'b11)? ext1[DATA_W-1:0]: {ext1[DATA_W], {15{!ext1[DATA_W]}}};
		end
	endfunction
	function automatic [DATA_W-1:0] softplus;
		input signed [DATA_W-1:0] x;
		reg signed [DATA_W*2-1:0] sf_tmp;
		begin
			if(x >= 2048) begin
				softplus = x;
			end else if((x >= 0) && (x < 2048)) begin
				sf_tmp = $signed($signed({{x[DATA_W-1]}, x[0+:14], {1'b0}}) + 2048) * DIV3;
				softplus = rnd32_sat16_sh4(sf_tmp);
			end else if((x >= -1024) && (x < 0)) begin
				sf_tmp = $signed(x + 2048) * DIV3;
				softplus = rnd32_sat16_sh4(sf_tmp);
			end else if((x >= -2048) && (x < -1024)) begin
				sf_tmp = $signed($signed({{x[DATA_W-1]}, x[0+:14], {1'b0}}) + 5120) * DIV9;
				softplus = rnd32_sat16_sh4(sf_tmp);
			end else if((x >= -3072) && (x < -2048)) begin
				sf_tmp = $signed(x + 3072) * DIV9;
				softplus = rnd32_sat16_sh4(sf_tmp);
			end else if(x < -3072) begin
				softplus = 0;
			end else begin
				softplus = 0;
			end
		end
	endfunction
	always@(*) begin		
		case(op)
			ADD: begin
				add_ext1 = {i_data_a_R[DATA_W-1], i_data_a_R} + {i_data_b_R[DATA_W-1], i_data_b_R};
				o_data_R = sat_ext1(add_ext1);
			end
			SUB: begin
				sub_ext1 = {i_data_a_R[DATA_W-1], i_data_a_R} - {i_data_b_R[DATA_W-1], i_data_b_R};
				o_data_R = sat_ext1(sub_ext1);
			end
			MUL: begin
				mul_o = i_data_a_R * i_data_b_R;
				o_data_R = rnd32_sat16(mul_o);
			end
			ACC: begin 			
				acc_tmp = {{1'b0}, acc_mem[idx]} + {{4{i_data_b_R[DATA_W-1]}}, i_data_b_R};
				o_data_R = (acc_tmp[(DATA_W+3)-:5] == {5{1'b0}} || acc_tmp[(DATA_W+3)-:5] == {5{1'b1}})? acc_tmp[(DATA_W-1)-:16]: {acc_tmp[DATA_W+3], {15{!acc_tmp[DATA_W+3]}}};
			end
			SOFTPLUS: o_data_R = softplus(i_data_a_R);
			XOR: o_data_R = i_data_a_R ^ i_data_b_R;
			RS: o_data_R = i_data_a_R >>> i_data_b_R;
			LR: o_data_R = (i_data_a_R >> (DATA_W - i_data_b_R)) ^ (i_data_a_R << i_data_b_R);
			CNTZERO: begin
				zcnt = 0;
				for(i = 0; i < DATA_W; i = i + 1) begin
					if(i_data_a_R[i] && 1) zcnt = ((DATA_W-1) - i);
				end
				o_data_R = {{11{1'b0}}, zcnt};
			end
			RMATCH: begin
				for(i = 0; i <= DATA_W-4; i = i + 1) begin
					match4[i] = (i_data_a_R[i+:4] == i_data_b_R[(DATA_W-1-i)-:4]);
				end
				o_data_R = {{3{1'b0}}, match4};
			end
			default: o_data_R = 0;
		endcase
	end
	always@(*) begin
		idx = i_data_a_R[0+:4];
	end
    always@(posedge i_clk or negedge i_rst_n) begin
    	if(!i_rst_n) begin
			for(k = 0; k < 16; k = k + 1) begin
				acc_mem[k] <= 0;
			end
		end else if(op == ACC) begin
			acc_mem[idx] <= acc_mem[idx] + {{4{i_data_b_R[DATA_W-1]}}, i_data_b_R};
		end
	end
    always@(posedge i_clk or negedge i_rst_n) begin
    	if(!i_rst_n) begin
			i_data_a_R <= 0;
			i_data_b_R <= 0;
			op <= 0;		
		end else if(i_in_valid) begin
			i_data_a_R <= i_data_a;
			i_data_b_R <= i_data_b;
			op <= i_inst;
		end else begin
			i_data_a_R <= 0;
			i_data_b_R <= 0;
			op <= op;
		end           
    end
	always@(posedge i_clk or negedge i_rst_n) begin
    	if(!i_rst_n) begin
    		o_busy_R <= 0;
    	end else if(i_in_valid) begin
    		o_busy_R <= 1;
    	end else if(valid_R) begin
    		o_busy_R <= 0;
    	end else begin
    		o_busy_R <= 0;
    	end
    end
	always@(posedge i_clk or negedge i_rst_n) begin
    	if(!i_rst_n) begin
    		valid_R <= 0;
    	end else if(i_in_valid) begin
    		valid_R <= 1;
    	end else begin
    		valid_R <= 0;
    	end
    end
	always@(posedge i_clk or negedge i_rst_n) begin
    	if(!i_rst_n) begin
			o_data_lock <= 0;
		end else if(valid_R) begin
			o_data_lock <= o_data_R;
		end else begin
			o_data_lock <= 0;
		end           
    end
    always@(posedge i_clk or negedge i_rst_n) begin
    	if(!i_rst_n) begin
    		valid_lock <= 0;
    	end else if(valid_R) begin
    		valid_lock <= 1;
    	end else begin
    		valid_lock <= 0;
    	end
    end
endmodule
### ./run.sh
#!/bin/bash
# OpenROAD 26Q1-2900-gdf79404cd8, Yosys 0.63+post, stock flow scripts
make -C /OpenROAD-flow-scripts/flow DESIGN_CONFIG=/design/flow/config.mk WORK_HOME=/design/flow/orfs finish
==> flow_metrics.py <==
# Generated from Yosys and OpenROAD reports
metrics = {
    "route": {
        "drc": 0,
        "wire_per_inst_um": 23.7,
        "totalWireLength_um": 175000,
        "wl_met2_um": 74800,
        "dr_total_vias": 41560,
        "met3WireLength_um": 19800,
        "top_layer_used": "met5",
        "firstDrtPassIters": 8,
        "wl_met1_um": 74200,
        "viasPerCell": 5.62,
        "detail-route-antenna-nets": 0,
        "initialDrtViolationCount": 2908,
    },
    "clock_tree": {
        "cts_resized": 0,
        "postCtsSetupBuffers": 0,
        "numCtsBuffers": 41,
        "clk_pin_slew_worst_paths_ns": 0.06,
        "clk_latency_ns": 0.59,
        "cts_tree": "yes",
        "cts_buffer_depth": 3,
        "h-tree-depth": 2,
        "cts.sink_count": 374,
        "ctsRootBufferMaster": "clkbuf_16",
        "hold_buffers": 0,
    },
    "power": {
        "netSwitchingFraction": 0.562,
        "p_clk_frac": 0.101,
        "power.density_nw_per_um2": 191,
        "p_int_mw": 4.46,
        "total_power_mw": 10.2,
        "vdd_drop_max_v": 0.000263,
        "cellLeakagePower_nw": 25.5,
        "power_frac_comb": 0.780,
        "seqPwrFrac": 0.119,
        "p_sw_mw": 5.73,
    },
    "sta": {
        "finalHoldViolCount": 0,
        "slew_violations": 0,
        "min_period_ns": 9.97,
        "final.period_utilization": 0.652,
        "setup_ws_ns": 5.33,
        "rsz0062_at_grt": "no",
        "slew_headroom": 0.359,
        "finalSetupViolCount": 0,
        "worstMarginPinSlew_ns": 0.938,
        "fmax_ghz": 0.100,
        "skew_ns": 0.0310,
        "hold_slack_ns": 0.479,
        "setup_tns_ns": 0,
    },
    "place": {
        "place.detailed.hpwl_um": 136000,
        "placed_area_um2": 51900,
        "pre_cts_ws_ns": 5.59,
        "port_buffers": 56,
        "gp_congestion": 1.03,
    },
    "setup_path": {
        "crit_type": "flop to flop",
        "required_ns": 15.73,
        "end_kind": "flop",
        "arrival_ns": 10.40,
        "worst_setup_path_start_kind": "flop",
        "cpMaxStageDelayCell": "a2111oi_0",
        "critPathMaxFanout": 34,
        "slowest_delay_ns": 0.85,
    },
    "layout": {
        "synthToLayoutAreaGrowth_pct": 7.94,
        "n_fill_cell": 11979,
        "stdcell_area_um2": 53300,
        "logic_area_um2": 35800,
        "drive_above_1_share": 0.0548,
        "flop_area_um2": 9370,
    },
    "floorplanning": {
        "dieArea_um2": 125000,
        "die_h_um": 353,
        "floorplanUtilization": 0.404,
        "die_w_um": 353,
        "core_area_um2": 122000,
        "rows": 128,
        "ios": 57,
    },
    "synthesis": {
        "synthCells": 5776,
        "yosys.stat.seqShare": 0.190,
        "top_area_frac": 0.214,
        "synth-edff-count": 0,
        "largest_area_cell": "fa_1",
        "yosys_area_um2": 49300,
        "synth_flops": 374,
        "async_flop_share": 1.00,
        "ys_cells": 5776,
        "synth-main-ff-cell": "dfrtp_1",
        "synth_cell_types": 106,
        "ys_warn_count": 2,
        "synthTopCellsByArea": "fa_1 (21%), dfrtp_1 (19%), ha_1 (13%)",
        "syn_area_um2": 49300,
        "syn_area_per_cell_um2": 8.54,
    },
    "run_status": {
        "outcome": "finished, final reports clean",
    },
    "global_route": {
        "grt_pass1_wl_um": 267000,
        "grt_max_degree": 76,
        "overflow": 0,
        "grt_pass1_vias": 41918,
        "grt_usage": 0.296,
        "antenna_found_initial": 5,
    },
    "job": {
        "warning_count": 79,
        "drv_cap": 0,
    },
    "hold_path": {
        "hp-class": "flop to flop",
    },
}
cells in the final DEF (no fill, tap or decap), drive strengths merged, types with 28 or more instances in the layout:
cell type,instances
inv,827
nand2,659
fa,528
o21ai,514
ha,503
dfrtp,374
nor2,364
a21oi,292
xnor2,171
buf,131
nand3,110
a22oi,101
xor2,97
and2,83
nor3,75
nand4,63
a21o,59
clkdlybuf4s50,55
clkbuf,55
a211oi,51
mux2,46
o22ai,30
o211ai,29
nand2b,28
nor4,28
kinds of logic after synthesis:
logic type | after synthesis | synth area share
DFF | 374 | 0.190
AOI/OAI and AO/OA | 1359 | 0.172
muxes | 75 | 0.0177
and+or+nand+nor | 1555 | 0.145
buffers and inverters | 1112 | 0.0854
xor gates and xnor gates | 268 | 0.0476
adders and majority gates | 1033 | 0.342
per-layer routing:
metal | global-route usage | vias to the layer above
met3 | 0.130 | 298
met1 | 0.421 | 20277
met2 | 0.422 | 1613
met5 | 0 | -
li1 | - | 19366
met4 | 0.0816 | 6
synthesized netlist by cell type, types with 29 or more instances:
cell type,instances
xor2_1,97
nor3_1,74
nand4_1,62
fa_1,528
nand2_1,659
a22oi_1,100
clkbuf_1,230
xnor2_1,171
a21o_1,59
o211ai_1,29
inv_1,824
mux2_2,45
nor2_1,362
dfrtp_1,374
o21ai_0,491
ha_1,503
a211oi_1,51
nand3_1,109
a21oi_1,289
o22ai_1,29
and2_1,82
power by group through the flow:
stage | logic (mW) | registers, mW | clock network (mW)
final | 7.95 | 1.21 | 1.03
after global routing | 8.83 | 1.23 | 1.08
after CTS | 7.89 | 1.21 | 1.04
stage by stage:
| stage | instances | util |
|---|---|---|
| 2_1_floorplan | 5776 | - |
| 3_3_place_gp | 7315 | 0.425 |
| 3_5_place_dp | 7315 | 0.425 |
| 4_1_cts | 7389 | 0.436 |
| 5_1_grt | 7389 | 0.436 |
| 6_report | 7390 | 0.436 |
final timing paths:
check / cells past startpoint / slack (ns) / to / startpoint
hold / removal: 2 / 0.48 / acc_mem[15][11]$_DFFE_PN0P_ / acc_mem[15][11]$_DFFE_PN0P_
max in group asynchronous: 5 / 9.61 / acc_mem[10][6]$_DFFE_PN0P_ / i_rst_n
hold reg to reg: 2 / 0.48 / acc_mem[15][11]$_DFFE_PN0P_ / acc_mem[15][11]$_DFFE_PN0P_
setup reg to reg: 32 / 5.33 / o_data_lock[11]$_DFF_PN0_ / i_data_a_R[11]$_DFF_PN0_
setup / recovery: 32 / 5.33 / o_data_lock[11]$_DFF_PN0_ / i_data_a_R[11]$_DFF_PN0_
min in group asynchronous: 1 / 2.47 / valid_lock$_DFF_PN0_ / i_rst_n
area by class of cell:
cell class / count / area share
Inverter: 840 / 0.0592
Clock buffer: 55 / 0.0214
Multi-Input combinational cell: 4290 / 0.672
Tap cell: 1625 / 0.0382
Clock inverter: 19 / 0.00465
Timing Repair Buffer: 186 / 0.0289
Sequential cell: 374 / 0.176
Antenna cell: 1 / 0.0000470
sequential cells by signal, summed over array words and instances (netlist names):
register	cells
acc_mem	320
i_data_a_R	16
i_data_b_R	16
o_data_lock	16
op	4
o_busy_R	1
valid_lock	1
critical path: cells and delay by family (launching register included):
family	cells	cell delay, ns
AOI/OAI and AO/OA	7	2.62
xor gates and xnor gates	2	0.37
adders and majority gates	7	2.97
buffers and inverters	8	1.76
DFF	1	0.33
muxes	1	0.39
and+or+nand+nor	7	1.34
Power is estimated from default activity; no workload was simulated.
